==> /design/flow/design.v <==
`timescale 1ns / 1ps
module ExpandS #( 
    parameter int SEED_SIZE = 64*8,              
    parameter int REJ_BOUNDED_POLY_SEED = 66*8,  
    parameter int K = 8,                 
    parameter int L = 7,                 
    parameter int N = 256,               
    parameter int ETA = 2,               
    parameter int WORD_WIDTH = 64,
    parameter int TOTAL_WORD = 4096,
    parameter int DATA_ADDR_WIDTH = $clog2(TOTAL_WORD),
    parameter int RHO_PRIME_BASE_OFFSET = 0,     
    parameter int COEFF_WIDTH = 24,      
    parameter int COEFF_PER_WORD = 4,
    parameter int WORD_COEFF = COEFF_WIDTH * COEFF_PER_WORD,
    parameter int TOTAL_COEFF = 4096,    
    parameter int NTT_ADDR_WIDTH = $clog2(TOTAL_COEFF),
    parameter int VECTOR_S_BASE_OFFSET = 0,      
    parameter int DATA_IN_BITS = WORD_WIDTH,  
    parameter int DATA_OUT_BITS = WORD_WIDTH,  
    parameter int ADDR_WIDTH = $clog2(1088 / DATA_OUT_BITS),
    parameter int DATA_WIDTH = DATA_OUT_BITS
)(
    input  wire                         clk,
    input  wire                         rst,
    input  wire                         start,       
    output wire                         done,        
    input  wire [DATA_IN_BITS-1 : 0]    rho,         
    output reg we_vector_s,
    output reg [NTT_ADDR_WIDTH-1:0]     addr_vector_s,  
    output reg [WORD_COEFF-1:0]         din_vector_s,
    output reg                              absorb_next_poly,  
    output reg  [DATA_IN_BITS-1:0]          shake_data_in,
    output reg                              in_valid,
    output reg                              in_last,
    output wire [$clog2(DATA_IN_BITS) : 0]  last_len,
    output reg                              cache_rd,
    output reg                              cache_wr,
    output reg                              out_ready,
    input  wire [DATA_OUT_BITS-1:0]         shake_data_out,
    input  wire                             out_valid,
    input  wire                             in_ready
);
    localparam int IN_LAST_LEN = (REJ_BOUNDED_POLY_SEED % DATA_IN_BITS) == 0 ? DATA_IN_BITS : (REJ_BOUNDED_POLY_SEED % DATA_IN_BITS);
    assign last_len = IN_LAST_LEN;
    reg [$clog2(SEED_SIZE) : 0]     feed_cnt;
    localparam int SQUEEZE_BLOCK = 1088 / DATA_OUT_BITS;
    reg  [ADDR_WIDTH-1:0]           squeeze_cnt;  
    reg  [ADDR_WIDTH-1:0]           addr_squeeze;  
    reg  [ADDR_WIDTH-1:0]           addr_unpack;  
    localparam int UNPACK_BUFFER_SIZE = DATA_OUT_BITS + 4;
    reg  [UNPACK_BUFFER_SIZE:0]             unpack_buffer;
    reg  [$clog2(UNPACK_BUFFER_SIZE)-1:0]   unpack_buffer_left;
    reg  [$clog2(K+L):0]    poly_cnt;  
    reg  [$clog2(N) : 0]    coeff_cnt; 
    assign done = poly_cnt >= K + L;
    reg [WORD_COEFF-1:0]          coeff_per_word;
    reg [$clog2(WORD_COEFF):0]    coeff_per_word_cnt;
    reg                     we_squeeze; 
    reg  [DATA_WIDTH-1:0]   din_squeeze; 
    wire [DATA_WIDTH-1:0]   dout_squeeze, dout_unpack;  
    dp_ram_true #(
        .ADDR_WIDTH(ADDR_WIDTH), 
        .DATA_WIDTH(DATA_WIDTH)
    ) shake_cache (   
        .clk(clk),
        .we_a(we_squeeze),
        .addr_a(addr_squeeze),
        .din_a(din_squeeze),
        .dout_a(dout_squeeze),
        .we_b(0),    
        .addr_b(addr_unpack),
        .din_b(0),  
        .dout_b(dout_unpack)
    );
    localparam IDLE         = 3'd0;
    localparam ABSORB       = 3'd1;
    localparam ABSORB_FAST  = 3'd2;
    localparam SQUEEZE      = 3'd3;
    localparam UNPACK       = 3'd4;
    reg  [2:0] state, next_state;
    function [COEFF_WIDTH-1:0] CoeffFromHalfByte;
        input [3:0] b;
        begin
            case (b)
                4'd0:   CoeffFromHalfByte =  COEFF_WIDTH'(2);
                4'd1:   CoeffFromHalfByte =  COEFF_WIDTH'(1); 
                4'd2:   CoeffFromHalfByte =  COEFF_WIDTH'(0); 
                4'd3:   CoeffFromHalfByte =  COEFF_WIDTH'(8380416);   
                4'd4:   CoeffFromHalfByte =  COEFF_WIDTH'(8380415);  
                4'd5:   CoeffFromHalfByte =  COEFF_WIDTH'(2); 
                4'd6:   CoeffFromHalfByte =  COEFF_WIDTH'(1); 
                4'd7:   CoeffFromHalfByte =  COEFF_WIDTH'(0); 
                4'd8:   CoeffFromHalfByte =  COEFF_WIDTH'(8380416);  
                4'd9:   CoeffFromHalfByte =  COEFF_WIDTH'(8380415);  
                4'd10:  CoeffFromHalfByte =  COEFF_WIDTH'(2); 
                4'd11:  CoeffFromHalfByte =  COEFF_WIDTH'(1); 
                4'd12:  CoeffFromHalfByte =  COEFF_WIDTH'(0); 
                4'd13:  CoeffFromHalfByte =  COEFF_WIDTH'(8380416);  
                4'd14:  CoeffFromHalfByte =  COEFF_WIDTH'(8380415);  
                default: CoeffFromHalfByte =  -100;
            endcase
        end
    endfunction 
    always @(posedge clk) begin
        if (rst) begin
            state <= IDLE;
        end else begin
            state <= next_state;
        end
    end
    always @* begin
        next_state = state;
        case (state)
            IDLE: begin
                if (start)
                    next_state = ABSORB;
            end
            ABSORB: begin
                if (in_ready && (feed_cnt >= SEED_SIZE)) 
                    next_state = SQUEEZE;
            end
            ABSORB_FAST: begin
                if (in_ready && cache_rd)
                    next_state = SQUEEZE;
            end
            SQUEEZE: begin
                if (squeeze_cnt >= SQUEEZE_BLOCK) 
                    next_state = UNPACK;
            end
            UNPACK: begin
                if(done)
                    next_state = IDLE;
                else if(coeff_cnt >= N)
                    next_state = ABSORB_FAST;
                else if(addr_unpack >= SQUEEZE_BLOCK)
                    next_state = SQUEEZE;
            end
        endcase
    end
    always @(posedge clk) begin
        if (rst) begin
            we_vector_s <= 0;
            addr_vector_s <= -1;
            din_vector_s <= 0;
            absorb_next_poly <= 0;
            shake_data_in <= 0;
            in_valid <= 0;
            in_last <= 0;
            cache_rd <= 0;
            cache_wr <= 0;
            out_ready <= 0;
            feed_cnt <= 0;
            squeeze_cnt <= 0;
            addr_squeeze <= 0;
            addr_unpack <= 0;
            unpack_buffer <= 0;
            unpack_buffer_left <= 0;
            poly_cnt <= 0;
            coeff_cnt <= 0;
            coeff_per_word <= 0;
            coeff_per_word_cnt <= 0;
            we_squeeze <= 0;
            din_squeeze <= 0;
        end else begin
            case (state)
                IDLE: begin
                    we_vector_s <= 0;
                    addr_vector_s <= -1;
                    din_vector_s <= 0;
                    absorb_next_poly <= 0;
                    shake_data_in <= 0;
                    in_valid <= 0;
                    in_last <= 0;
                    cache_rd <= 0;
                    cache_wr <= 0;
                    out_ready <= 0;
                    feed_cnt <= 0;
                    squeeze_cnt <= 0;
                    addr_squeeze <= 0;
                    addr_unpack <= 0;
                    unpack_buffer <= 0;
                    unpack_buffer_left <= 0;
                    poly_cnt <= 0;
                    coeff_cnt <= 0;
                    coeff_per_word <= 0;
                    coeff_per_word_cnt <= 0;
                    we_squeeze <= 0;
                    din_squeeze <= 0;
                end
                ABSORB: begin
                    out_ready <= 0;
                    squeeze_cnt <= 0;
                    we_squeeze <= 0;
                    addr_unpack <= 0;
                    we_vector_s <= 0;
                    if(in_ready) begin
                        in_valid <= 1;
                        if(feed_cnt < SEED_SIZE) begin
                            shake_data_in <= rho;
                            feed_cnt <= feed_cnt + DATA_IN_BITS;
                            in_last <= 0;
                            cache_wr <= 1;
                        end else begin
                            shake_data_in <= DATA_IN_BITS'(poly_cnt);
                            feed_cnt <= 0;
                            in_last <= 1;
                            cache_wr <= 0;
                        end
                    end
                end
                ABSORB_FAST: begin
                    out_ready <= 0;
                    squeeze_cnt <= 0;
                    we_squeeze <= 0;
                    addr_unpack <= 0;
                    we_vector_s <= 0;
                    absorb_next_poly <= 0;
                    if(in_ready) begin
                        in_valid <= 1;
                        if(!cache_rd) 
                            cache_rd <= 1;
                        else begin
                            shake_data_in <= DATA_IN_BITS'(poly_cnt);
                            cache_rd <= 0;
                            in_last <= 1;
                        end
                    end
                end
                SQUEEZE: begin 
                    in_valid <= 0;
                    in_last <= 0;
                    out_ready <= 1;
                    we_squeeze <= 0;
                    addr_unpack <= 0;
                    we_vector_s <= 0;
                    if(out_valid) begin
                        we_squeeze <= 1;
                        addr_squeeze <= squeeze_cnt;
                        din_squeeze <= shake_data_out;
                        squeeze_cnt <= squeeze_cnt + 1;
                    end
                end
                UNPACK: begin
                    in_valid <= 0;
                    in_last <= 0;
                    out_ready <= 0;
                    squeeze_cnt <= 0;
                    addr_squeeze <= 0;
                    we_squeeze <= 0;
                    we_vector_s <= 0;
                    if(coeff_cnt < N) begin
                        if(unpack_buffer_left < 4) begin  
                            unpack_buffer <= unpack_buffer | (dout_unpack << unpack_buffer_left);
                            unpack_buffer_left <= unpack_buffer_left + DATA_OUT_BITS;
                            addr_unpack <= addr_unpack + 1;
                        end else if (coeff_per_word_cnt >= WORD_COEFF) begin
                            we_vector_s <= 1;
                            din_vector_s <= coeff_per_word;
                            addr_vector_s <= VECTOR_S_BASE_OFFSET + addr_vector_s + 1;
                            coeff_cnt <= coeff_cnt + COEFF_PER_WORD;
                            coeff_per_word_cnt <= 0;
                        end else begin
                            unpack_buffer_left <= unpack_buffer_left - 4;
                            unpack_buffer <= unpack_buffer >> 4;
                            if(unpack_buffer[0+:4] < 15) begin
                                coeff_per_word_cnt <= coeff_per_word_cnt + COEFF_WIDTH;
                                coeff_per_word[coeff_per_word_cnt+:COEFF_WIDTH] <= COEFF_WIDTH'(CoeffFromHalfByte(unpack_buffer[0+:4]));
                            end
                        end
                    end else begin
                        we_vector_s <= 0;
                        coeff_cnt <= 0;
                        addr_vector_s <= addr_vector_s;
                        poly_cnt <= poly_cnt + 1;
                        absorb_next_poly <= 1;
                        addr_unpack <= 0;
                        coeff_per_word <= 0;
                        coeff_per_word_cnt <= 0;
                        unpack_buffer <= 0;
                        unpack_buffer_left <= 0;
                    end
                end
            endcase
        end
    end
endmodule
`timescale 1ns / 1ps
module dp_ram_true #(
    parameter ADDR_WIDTH = 7,
    parameter DATA_WIDTH = 64,
    parameter INIT_FILE = ""
)(
    input  wire clk,
    input  wire                  we_a,
    input  wire [ADDR_WIDTH-1:0] addr_a,
    input  wire [DATA_WIDTH-1:0] din_a,
    output reg  [DATA_WIDTH-1:0] dout_a,
    input  wire                  we_b,
    input  wire [ADDR_WIDTH-1:0] addr_b,
    input  wire [DATA_WIDTH-1:0] din_b,
    output reg  [DATA_WIDTH-1:0] dout_b
);
    (* ram_style = "block" *) reg [DATA_WIDTH-1:0] mem [0:(1<<ADDR_WIDTH)-1];
    always @(posedge clk) begin
        if (we_a) mem[addr_a] <= din_a;
        dout_a <= mem[addr_a];
    end
    always @(posedge clk) begin
        if (we_b) mem[addr_b] <= din_b;
        dout_b <= mem[addr_b];   
    end
    initial begin
        if (INIT_FILE != "") begin
            $readmemh(INIT_FILE, mem);
        end
    end
endmodule
==> /design/flow/run.sh <==
#!/bin/bash
# OpenROAD 26Q1-2900-gdf79404cd8, Yosys 0.63+post, stock flow scripts
make -C /OpenROAD-flow-scripts/flow DESIGN_CONFIG=/design/flow/config.mk WORK_HOME=/design/flow/orfs finish
==> /design/flow/config.mk <==
export PLATFORM = sky130hd
export DESIGN_NAME = ExpandS
export DESIGN_NICKNAME = ExpandS
export VERILOG_FILES = /design/flow/design.v
export SDC_FILE = /design/flow/constraint.sdc
export NUM_CORES = 4
export LEC_CHECK = 1
export CORE_UTILIZATION = 40
==> /design/flow/constraint.sdc <==
current_design ExpandS

set clk_period 47.1
set clk_io_pct 0.2

create_clock -name clk0 -period $clk_period [get_ports {clk}]

set non_clock_inputs [all_inputs -no_clocks]
set_input_delay [expr $clk_period * $clk_io_pct] -clock clk0 $non_clock_inputs
set_output_delay [expr $clk_period * $clk_io_pct] -clock clk0 [all_outputs]
==> results.yml <==
# generated from flow reports
synth:
  ys.warnings.count: 4
  syn_area_per_cell_um2: 18.1
  edf_count: 2048
  top_cell: "edfxtp_1"
  common_cells: "edfxtp_1, mux4_2, dfxtp_1, nor2_1, a21oi_1"
  synth_top_flop_cell: "edfxtp_1"
  synth_flops: 2574
  synth_cells: 5423
  ys_seq_share_pct: 73.5
  synth_top_area_share_pct: 62.8
  synth_cell_type_count: 78
  topCellsByArea: "edfxtp_1, mux4_2, dfxtp_1"
  yosys_cells: 5423
  synth_top_cell_by_area: "edfxtp_1"
  synth_area_um2: 98000
  synthArstFlopShare_pct: 0
  ys_area_um2: 98000
power:
  clock_power_share_pct: 45.1
  p_leak_nw: 30.4
  seqPwrFrac_pct: 53.4
  total_power_mw: 4.55
  p_sw_mw: 0.891
  p_int_mw: 3.66
  netSwitchingFraction_pct: 19.6
  peakVddDrop_v: 0.0000287
  powerDensity_nw_per_um2: 39.8
  comb_power_share_pct: 1.5
run:
  drv_cap: 0
  warning_count: 39
final_layout:
  nFillCells: 19800
  drive_above_1_share_pct: 21.0
  regArea_um2: 72000
  area_growth_pct: 16.7
  combGateArea_um2: 24500
  stdcell_area_um2: 114000
detailed_routing:
  wl_per_cell_um: 27.8
  detail-route-antenna-nets: 0
  first_pass_iters: 8
  drt_iter0_drc: 4119
  routed_wirelength_mm: 258
  drcViolationCount: 0
  avgViaCountPerCell: 5.69
  via_count: 52900
floorplanning:
  die_area_um2: 247000
  fp.dieW_um: 497
  pin_count: 320
  fp-utilization_pct: 40.2
  row_count: 181
  core_area_um2: 243000
  die_y_um: 497
sta:
  tightest_slew_ps: 999
  rsz0062_at_grt: "no"
  min_period_ps: 12050
  fmax_ghz: 0.0830
  slew_viol_final: 0
  finalSetupViolations: 0
  finalWorstSetupSlack_ps: 35050
  fin_crit_sh_pct: 25.6
  finalSetupTns_ps: 0
  relSlewSlack_pct: 33.3
  fin_hold_ws_ps: 440
  hold_viol: 0
  clock_skew_ps: 74.7
critical_path:
  cp_data_arrival_time_ps: 2630
  crit_start: "poly_cnt[0]"
  crit_required_ps: 37680
  reg2reg_depth: 8
  critical-path-max-stage-delay_ps: 470
  critPathKind: "reg -> out"
  reg2reg_from: "addr_unpack[0]"
  cp-end-kind: "output port"
  worstReg2RegEnd: "shake_cache.dout_b[25]"
  cp_max_fo: 5
  r2r_setup_slack_ps: 42340
  worst_path_most_repeated_cell: "ha_1"
  cp_cell_sequence: "ha_1, and3_1, ha_1, a211o_1, clkdlybuf4s50_1"
  slowest_stage: "clkdlybuf4s50_1"
  critPathLaunchType: "flip-flop"
clock_network:
  post_cts_buffers: 0
  ctsHoldBuffers: 0
  cts_buffers: 275
  clockRootBuffer: "clkbuf_16"
  cts_tree: "done"
  ctsLongestPathBuffers: 4
  cts_sinks: 2574
  h-tree-depth: 5
  clock_latency_ps: 930
  clk_pin_slew_worst_paths_ps: 60
  ctsResizeCount: 0
placed_design:
  gp_congestion: 0.904
  post-place-ws_ps: 34640
  post-dp-hpwl_mm: 140
  post_dp_cell_area_um2: 106000
  portBuffers: 312
global_routing:
  antenna_found_initial: 5
  grtUsageTotal_pct: 22.9
  grt_max_degree: 90
  grt_pass1_vias: 55200
  grt-ovfl-total: 0
  grt_first_pass_wirelength_mm: 378
hold_path:
  min_from: "coeff_per_word[12]"
  hold_class: "reg -> reg"
  holdPathEnd: "coeff_per_word[12]"
  worstHoldPathCells: 2
run_status:
  status: "finished, final reports clean"
-- layer usage --
layer | share of wire, % | GRT usage, % | up-vias
met1 | 35 | 29.8 | 26100
li1 | - | - | 22700
met4 | 2.1 | 4.12 | 6
met2 | 45 | 32.4 | 3612
met5 | 0.062 | 0.502 | -
met3 | 18 | 17.1 | 406
-- worst max-delay path: cells and delay by family, from the launching register on --
family	cells	cell delay, ps
buffers and inverters	1	470
AND/OR/NAND/NOR	1	180
adder cells (fa/ha/maj)	2	390
flip-flops	1	360
AND-OR/OR-AND	1	360
-- kinds of logic after synthesis --
family / Yosys count / share of synthesized area (%)
flip-flops: 2574 / 73.5
other: 2 / 0.00767
multiplexers: 766 / 15.3
buffers and inverters: 455 / 1.85
adder cells (fa/ha/maj): 21 / 0.268
AND-OR/OR-AND: 787 / 5.22
AND/OR/NAND/NOR: 793 / 3.59
XOR/XNOR: 25 / 0.223
-- final cells by class --
type | count | share of cell area (%)
Multi-Input combinational cell | 2399 | 21.4
Timing Repair Buffer | 532 | 4.33
Sequential cell | 2574 | 63.0
Tap cell | 3202 | 3.50
Inverter | 101 | 0.331
Clock inverter | 80 | 0.595
Clock buffer | 394 | 6.84
Antenna cell | 3 | 0.00656
-- power by group through the flow --
stage | Clock [mW] | Combinational (mW) | Sequential (mW)
after CTS | 2.09 | 0.0691 | 2.43
after global routing | 2.17 | 0.0746 | 2.43
final | 2.05 | 0.0690 | 2.43
-- metrics by stage --
stage | utilization (%) | instances
2_1_floorplan | - | 5428
3_3_place_gp | 43.5 | 8808
3_5_place_dp | 43.5 | 8808
4_1_cts | 47.0 | 9282
5_1_grt | 47.0 | 9283
6_report | 47.0 | 9285
-- placed cells by master (no fill, tap or decap), types with 17 or more instances in the layout --
| cell type | instances |
|---|---|
| edfxtp_1 | 2048 |
| clkinv_1 | 32 |
| clkinv_2 | 25 |
| inv_1 | 99 |
| mux4_2 | 581 |
| a21oi_1 | 285 |
| clkbuf_1 | 80 |
| buf_4 | 206 |
| dfxtp_1 | 520 |
| mux2_2 | 47 |
| clkdlybuf4s50_1 | 311 |
| clkbuf_8 | 30 |
| a221oi_1 | 40 |
| nand4_1 | 17 |
| nor2_4 | 34 |
| a22o_1 | 20 |
| nor3_1 | 86 |
| o22ai_1 | 38 |
| clkbuf_16 | 284 |
| mux2i_1 | 136 |
| nor2_1 | 280 |
| ha_1 | 21 |
| a21o_1 | 40 |
| nand3_1 | 85 |
| a22oi_1 | 177 |
| nand2_1 | 198 |
| o21ai_0 | 87 |
-- flip-flops by register name, indices dropped and copies added (netlist names), 7 cells and up, named ones only --
name and cells:
shake_cache.mem 2048, coeff_per_word 96, din_vector_s 96, unpack_buffer 69, din_squeeze 64, shake_cache.dout_b 64, shake_data_in 64, addr_vector_s 12
coeff_cnt 7
-- worst max-delay path by stage --
stage	end	slack (ps)	cells after the start
4_1_cts	done	34970	5
6_report	done	35050	5
5_1_grt	done	34930	5
Power is estimated from default activity; no workload was simulated.
