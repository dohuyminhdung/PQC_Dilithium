==> design.v <==
`timescale 1ns / 1ps
module ExpandMask #(
    parameter int SEED_SIZE = 64 * 8,  
    parameter int RHO_PRIME = 66 * 8,  
    parameter int L = 7,
    parameter int N = 256,
    parameter int GAMMA1 = 19,  
    parameter int Q = 8380417,  
    parameter int COEFF_BIT_LEN = GAMMA1 + 1,  
    parameter int WORD_WIDTH = 64,
    parameter int TOTAL_WORD = 4096,
    parameter int DATA_ADDR_WIDTH = $clog2(TOTAL_WORD),
    parameter int RHO_Y_OFFSET = 0,           
    parameter int COEFF_WIDTH = 24,
    parameter int COEFF_PER_WORD = 4,
    parameter int WORD_COEFF = COEFF_WIDTH * COEFF_PER_WORD,
    parameter int TOTAL_COEFF = 4096,
    parameter int NTT_ADDR_WIDTH = $clog2(TOTAL_COEFF),  
    parameter int VECTOR_Y_BASE_OFFSET = 0,  
    parameter int DATA_IN_BITS = WORD_WIDTH,
    parameter int DATA_OUT_BITS = WORD_WIDTH,
    parameter int ADDR_WIDTH = $clog2(1088 / DATA_OUT_BITS),
    parameter int DATA_WIDTH = DATA_OUT_BITS
) (
    input  wire                         clk,
    input  wire                         rst,
    input  wire                         start,
    output wire                         done,
    input  wire [DATA_IN_BITS-1 : 0]    rho,
    input  wire [15 : 0]                mu,
    output reg                          we_vector_y,
    output reg [NTT_ADDR_WIDTH-1:0]     addr_vector_y,
    output reg [WORD_COEFF-1:0]         din_vector_y,
    output reg                              absorb_next_poly,  
    output reg  [DATA_IN_BITS-1:0]          shake_data_in,
    output reg                              in_valid,
    output reg                              in_last,
    output wire [$clog2(DATA_IN_BITS) : 0]  last_len,
    output reg                              cache_rd,
    output reg                              cache_wr,
    output reg                              out_ready,
    input  wire [DATA_OUT_BITS-1:0]         shake_data_out,
    input  wire                             out_valid,
    input  wire                             in_ready
);
    localparam int IN_LAST_LEN = (RHO_PRIME % DATA_IN_BITS) == 0 ? DATA_IN_BITS : (RHO_PRIME % DATA_IN_BITS);
    assign last_len = IN_LAST_LEN;
    localparam int gamma1 = (1 << GAMMA1);
    reg  [$clog2(SEED_SIZE) : 0]       feed_cnt;
    localparam int SQUEEZE_BLOCK = 1088 / DATA_OUT_BITS;
    reg  [ADDR_WIDTH-1:0]               squeeze_cnt;  
    reg  [ADDR_WIDTH-1:0]               addr_squeeze;  
    reg  [ADDR_WIDTH-1:0]               addr_unpack;  
    localparam int UNPACK_BUFFER_SIZE = DATA_OUT_BITS + COEFF_BIT_LEN - (DATA_OUT_BITS % COEFF_BIT_LEN);
    reg  [UNPACK_BUFFER_SIZE-1:0]                       unpack_buffer;
    reg  [$clog2(UNPACK_BUFFER_SIZE)-1 : 0]             unpack_buffer_left;
    reg  [3:0]                                          poly_cnt;  
    reg  [$clog2(N) : 0]                                coeff_cnt; 
    wire [15:0] mu_plus_r;       
    assign mu_plus_r = mu + poly_cnt;  
    assign done = poly_cnt >= L;
    reg [WORD_COEFF-1:0]          coeff_per_word;
    reg [$clog2(WORD_COEFF):0]    coeff_per_word_cnt;
    reg                     we_squeeze; 
    reg  [DATA_WIDTH-1:0]   din_squeeze; 
    wire [DATA_WIDTH-1:0]   dout_squeeze, dout_unpack;  
    dp_ram_true #(
        .ADDR_WIDTH(ADDR_WIDTH), 
        .DATA_WIDTH(DATA_WIDTH)
    ) shake_cache (   
        .clk(clk),
        .we_a(we_squeeze),
        .addr_a(addr_squeeze),
        .din_a(din_squeeze),
        .dout_a(dout_squeeze),
        .we_b(0),    
        .addr_b(addr_unpack),
        .din_b(0),   
        .dout_b(dout_unpack)
    );
    localparam IDLE         = 3'd0;
    localparam ABSORB       = 3'd1;
    localparam ABSORB_FAST  = 3'd2;
    localparam SQUEEZE      = 3'd3;
    localparam UNPACK       = 3'd4;
    reg  [2:0] state, next_state;
    always @(posedge clk) begin
        if (rst) begin
            state <= IDLE;
        end else begin
            state <= next_state;
        end
    end
    always @* begin
        next_state = state;
        case (state)
            IDLE: begin
                if(start) 
                    next_state = ABSORB;
            end
            ABSORB: begin
                if (in_ready && (feed_cnt >= SEED_SIZE)) 
                    next_state = SQUEEZE;
            end
            ABSORB_FAST: begin
                if (in_ready && cache_rd)
                    next_state = SQUEEZE;
            end
            SQUEEZE: begin
                if (squeeze_cnt >= SQUEEZE_BLOCK)
                    next_state = UNPACK;
            end
            UNPACK: begin
                if (done)
                    next_state = IDLE;
                else if (coeff_cnt >= 256)
                    next_state = ABSORB_FAST;
                else if (addr_unpack >= SQUEEZE_BLOCK) 
                    next_state = SQUEEZE;
            end
        endcase
    end
    always @(posedge clk) begin
        if (rst) begin
            we_vector_y <= 0;
            addr_vector_y <= -1;
            din_vector_y <= 0;
            absorb_next_poly <= 0;
            shake_data_in <= 0;
            in_valid <= 0;
            in_last <= 0;
            cache_rd <= 0;
            cache_wr <= 0;
            out_ready <= 0;
            feed_cnt <= 0;
            squeeze_cnt <= 0;
            addr_squeeze <= 0;
            addr_unpack <= 0;
            unpack_buffer <= 0;
            unpack_buffer_left <= 0;
            poly_cnt <= 0;
            coeff_cnt <= 0;
            coeff_per_word <= 0;
            coeff_per_word_cnt <= 0;
            we_squeeze <= 0;
            din_squeeze <= 0;
        end else begin
            case (state)
                IDLE: begin
                    we_vector_y <= 0;
                    addr_vector_y <= -1;
                    din_vector_y <= 0;
                    absorb_next_poly <= 0;
                    shake_data_in <= 0;
                    in_valid <= 0;
                    in_last <= 0;
                    cache_rd <= 0;
                    cache_wr <= 0;
                    out_ready <= 0;
                    feed_cnt <= 0;
                    squeeze_cnt <= 0;
                    addr_squeeze <= 0;
                    addr_unpack <= 0;
                    unpack_buffer <= 0;
                    unpack_buffer_left <= 0;
                    poly_cnt <= 0;
                    coeff_cnt <= 0;
                    coeff_per_word <= 0;
                    coeff_per_word_cnt <= 0;
                    we_squeeze <= 0;
                    din_squeeze <= 0;
                end
                ABSORB: begin
                    out_ready <= 0;
                    squeeze_cnt <= 0;
                    we_squeeze <= 0;
                    addr_unpack <= 0;
                    we_vector_y <= 0;
                    if (in_ready) begin
                        in_valid <= 1;
                        if(feed_cnt < SEED_SIZE) begin
                            shake_data_in <= rho;
                            feed_cnt <= feed_cnt + DATA_IN_BITS;
                            in_last <= 0;
                            cache_wr <= 1;
                        end else begin
                            shake_data_in <= mu_plus_r;
                            feed_cnt <= 0;
                            in_last <= 1;
                            cache_wr <= 0;
                        end
                    end
                end
                ABSORB_FAST: begin
                    out_ready <= 0;
                    squeeze_cnt <= 0;
                    we_squeeze <= 0;
                    addr_unpack <= 0;
                    we_vector_y <= 0;
                    absorb_next_poly <= 0;
                    if(in_ready) begin
                        in_valid <= 1;
                        if(!cache_rd)
                            cache_rd <= 1;
                        else begin
                            shake_data_in <= mu_plus_r;
                            cache_rd <= 0;
                            in_last <= 1;
                        end
                    end
                end
                SQUEEZE: begin  
                    in_valid <= 0;
                    in_last <= 0;
                    out_ready <= 1;
                    we_squeeze <= 0;
                    addr_unpack <= 0;
                    we_vector_y <= 0;
                    if(out_valid) begin
                        we_squeeze <= 1;
                        addr_squeeze <= squeeze_cnt;
                        din_squeeze <= shake_data_out;
                        squeeze_cnt <= squeeze_cnt + 1;
                    end
                end
                UNPACK: begin  
                    in_valid <= 0;
                    in_last <= 0;
                    out_ready <= 0;
                    squeeze_cnt <= 0;
                    addr_squeeze <= 0;
                    we_squeeze <= 0;
                    we_vector_y <= 0;
                    if(coeff_cnt < N) begin 
                        if(unpack_buffer_left < COEFF_BIT_LEN) begin  
                            unpack_buffer <= unpack_buffer | (dout_unpack << unpack_buffer_left);
                            unpack_buffer_left <= unpack_buffer_left + DATA_OUT_BITS;
                            addr_unpack <= addr_unpack + 1;
                        end else if (coeff_per_word_cnt >= WORD_COEFF) begin  
                            we_vector_y <= 1;
                            din_vector_y <= coeff_per_word;
                            addr_vector_y <= addr_vector_y + 1;
                            coeff_cnt <= coeff_cnt + COEFF_PER_WORD;
                            coeff_per_word_cnt <= 0;
                        end else begin                           
                            unpack_buffer_left <= unpack_buffer_left - COEFF_BIT_LEN;
                            unpack_buffer <= unpack_buffer >> COEFF_BIT_LEN;
                            coeff_per_word_cnt <= coeff_per_word_cnt + COEFF_WIDTH;
                            coeff_per_word[coeff_per_word_cnt+:COEFF_WIDTH] <= (gamma1 > unpack_buffer[0 +: COEFF_BIT_LEN]) ?
                                                                                COEFF_WIDTH'(gamma1 - unpack_buffer[0 +: COEFF_BIT_LEN]):
                                                                                COEFF_WIDTH'(gamma1 - unpack_buffer[0 +: COEFF_BIT_LEN] + Q);
                        end
                    end else begin
                        coeff_cnt <= 0;
                        addr_vector_y <= addr_vector_y;
                        poly_cnt <= poly_cnt + 1;
                        absorb_next_poly <= 1;
                        addr_unpack <= 0;
                        coeff_per_word <= 0;
                        coeff_per_word_cnt <= 0;
                        unpack_buffer <= 0;
                        unpack_buffer_left <= 0;
                    end
                end
            endcase
        end
    end
endmodule
`timescale 1ns / 1ps
module dp_ram_true #(
    parameter ADDR_WIDTH = 7,
    parameter DATA_WIDTH = 64,
    parameter INIT_FILE = ""
)(
    input  wire clk,
    input  wire                  we_a,
    input  wire [ADDR_WIDTH-1:0] addr_a,
    input  wire [DATA_WIDTH-1:0] din_a,
    output reg  [DATA_WIDTH-1:0] dout_a,
    input  wire                  we_b,
    input  wire [ADDR_WIDTH-1:0] addr_b,
    input  wire [DATA_WIDTH-1:0] din_b,
    output reg  [DATA_WIDTH-1:0] dout_b
);
    (* ram_style = "block" *) reg [DATA_WIDTH-1:0] mem [0:(1<<ADDR_WIDTH)-1];
    always @(posedge clk) begin
        if (we_a) mem[addr_a] <= din_a;
        dout_a <= mem[addr_a];
    end
    always @(posedge clk) begin
        if (we_b) mem[addr_b] <= din_b;
        dout_b <= mem[addr_b];   
    end
    initial begin
        if (INIT_FILE != "") begin
            $readmemh(INIT_FILE, mem);
        end
    end
endmodule
==> run.sh <==
#!/bin/bash
# OpenROAD 26Q1-2900-gdf79404cd8, Yosys 0.63+post, stock flow scripts
make -C /OpenROAD-flow-scripts/flow DESIGN_CONFIG=/design/flow/config.mk WORK_HOME=/design/flow/orfs finish
==> config.mk <==
export PLATFORM = sky130hd
export DESIGN_NAME = ExpandMask
export DESIGN_NICKNAME = ExpandMask
export VERILOG_FILES = /design/flow/design.v
export SDC_FILE = /design/flow/constraint.sdc
export NUM_CORES = 4
export LEC_CHECK = 1
export CORE_UTILIZATION = 50
==> constraint.sdc <==
current_design ExpandMask

set clk_period 48.6
set clk_io_pct 0.2

create_clock -name clk0 -period $clk_period [get_ports {clk}]

set non_clock_inputs [all_inputs -no_clocks]
set_input_delay [expr $clk_period * $clk_io_pct] -clock clk0 $non_clock_inputs
set_output_delay [expr $clk_period * $clk_io_pct] -clock clk0 [all_outputs]
==> run summary <==
run metrics: Die H=452 um, Final Total Pwr=4.56 mW, proportion of layout cells with a drive suffix above 1=20.4%, post-DR wirelength/cell=30.3 um, final setup TNS=0 ns, Synth Cell Area=101,000 sq um, grt ovf=0, Detail Route Antenna Nets=0, pwr dens=38.7 nW/um^2, io pins=336, CP delay by family, top=buffers and inverters, maxcap violations=0, Vias=57,400, max-slew violations=0, register bit total from synthesis=2,577, drt via density=6.13, CP Launch Type=register, CTS sink cnt=2,577, antenna violations before repair=8, core footprint=201,000 sq um, post-synthesis sequential area ratio=71.1%, Post-synth EDFFs=2,048, Synth warnings=4, Dominant Register Cell=edfxtp_1, Post-CTS Setup Inserts=0, WP data required=38.88 ns, Synth-to-Final Area Change=16.2%, unrepaired setup endpoints after global routing=no, dominant cell type by area after synthesis=edfxtp_1, vias in the first global route=60,000, Clock Pin Slew Worst Setup and Hold Paths=0.06 ns, HPWL Detailed=165,000 um, Mean Syn Cell Area=16.8 sq um, main area contributors=edfxtp_1, mux4_2, dfxtp_1, pre-CTS WS=35.99 ns, crit path capture type=primary output, Worst-Margin Slew=1.07 ns, worst path bufs/invs=2, clk buf depth=4, CP Max Fanout=5, first-pass GRT wire length=414,000 um, ys cells=6,022, Worst Skew=0.0546 ns, Num CTS Buffers=284, placed instance area=109,000 sq um, maximum clock frequency=0.0806 GHz, Die ar.=205,000 sq um, IO buf count=328, area share, top type=60.6%, Insertion Delay late pin=0.92 ns, Final Cycle Share=25.5%, Yosys chip area=101,000 sq um, final WL=283,000 um, VDD IR max=0.0385 mV, DRC=0, post_cts resized=0, H-tree levels=5, Initial DRC Count=4,364, Total Routing Usage GR=31.3%, status=finished, final reports clean, max_slew headroom=28.0%, cells along the critical path=ha_1 > a21oi_1 > inv_1 > clkdlybuf4s50_1, largest net degree at the start of global routing=94, ys async rst share=0%, CTS tree=built, crit-path max cell delay=0.54 ns, Reg2Reg Setup Slack=43.97 ns, Crit Path Class=register to primary output, PnR worst setup slack=36.19 ns, Leak=31.7 nW, hold_buf cts=0, Mapped Cells=6,022, CP max stage cell=a21oi_1, # rows=164, Min Clock Period, post-route=12.41 ns, Distinct lib cells used=87, floorplan utilization=50.6%, OpenROAD warnings=36, Finished Cell Area=118,000 sq um, first drt pass iteration count=6, Placer Congestion=0.991, Hold Violations, Final=0, hold crit path type=register to register, count leader, synth=edfxtp_1, final setup vio count=0, top cells by count, synth=edfxtp_1, mux4_2, dfxtp_1, nor2_1, a21oi_1, CP arrival=2.69 ns, clk root buf=clkbuf_16, die span in x=452 um
## registers in the layout, indices dropped and copies added (netlist names), 4 cells and up
| signal | flops |
|---|---|
| poly_cnt | 4 |
| shake_data_in | 64 |
| coeff_per_word | 96 |
| din_squeeze | 64 |
| shake_cache.mem | 2048 |
| unpack_buffer | 80 |
| state | 5 |
| squeeze_cnt | 5 |
| coeff_cnt | 7 |
| addr_vector_y | 12 |
| din_vector_y | 96 |
| feed_cnt | 4 |
| shake_cache.dout_b | 64 |
| addr_unpack | 5 |
| unpack_buffer_left | 5 |
| addr_squeeze | 5 |
| coeff_per_word_cnt | 5 |
## where the power goes
part           switching [mW]  internal (mW)  total, mW
registers             0.00675           2.35       2.36
clock network           0.836           1.27       2.11
logic                  0.0606         0.0375     0.0981
total                   0.903           3.66       4.56
## placed cells by master, fill, tap and decap left out, drive strengths merged, types with 21 or more instances in the layout
cell / instances
edfxtp: 2048
mux4: 600
dfxtp: 529
nor2: 456
a21oi: 416
clkbuf: 393
clkdlybuf4s50: 327
nand2: 281
buf: 255
a22oi: 191
mux2i: 140
nor3: 113
o21ai: 110
nand3: 95
inv: 70
clkinv: 65
o22ai: 44
mux2: 44
xor2: 32
a211oi: 32
xnor2: 31
a221oi: 29
nor2b: 24
bufinv: 23
nand4: 21
ha: 21
## worst register-to-register path, delay by kind of cell (launching register included)
family | cells | cell delay [ns]
buffers and inverters | 3 | 2.10
multiplexers | 3 | 1.52
flip-flops | 1 | 0.86
## layout make-up
type,count,area [sq um]
diodes,3,7.51
clock buffers,393,8030
clock inverters,95,1040
fillers,14700,82800
inverters,67,251
multi-input cells,2981,27900
flip-flops and latches,2577,72100
well taps,2656,3320
repair buffers,582,5270
## final timing paths
check / start / endpoint / depth (start not counted)
setup / recovery: poly_cnt[0]$_SDFFE_PP0P_ / done / 4
hold / removal: unpack_buffer[46]$_SDFFE_PP0P_ / unpack_buffer[46]$_SDFFE_PP0P_ / 2
setup reg to reg: addr_unpack[0]$_SDFFE_PP0P_ / shake_cache.dout_b[31]$_DFF_P_ / 6
hold reg to reg: unpack_buffer[46]$_SDFFE_PP0P_ / unpack_buffer[46]$_SDFFE_PP0P_ / 2
## logic make-up (layout without fill, tap and decap cells)
| kind of cell | after synthesis | after routing | synth area share [%] |
|---|---|---|---|
| flip-flops | 2577 | 2577 | 71.1 |
| AND/OR/NAND/NOR | 1113 | 1113 | 4.91 |
| AND-OR/OR-AND | 992 | 992 | 6.19 |
| multiplexers | 784 | 784 | 15.2 |
| buffers and inverters | 469 | 1137 | 1.79 |
| XOR/XNOR | 63 | 63 | 0.577 |
| adder cells (fa/ha/maj) | 22 | 22 | 0.279 |
| other | 2 | 10 | 0.00740 |
## stage by stage
step | cells | util, % | hold slack [ns]
2_1_floorplan | 6027 | - | 0.416
3_3_place_gp | 8863 | 54.2 | 0.440
3_5_place_dp | 8863 | 54.2 | 0.444
4_1_cts | 9351 | 58.8 | 0.453
5_1_grt | 9352 | 58.8 | 0.469
6_report | 9354 | 58.8 | 0.451
## layer usage
layer	part of all wire, %	global-route usage (%)
met1	35	44.0
met2	47	44.2
met3	16	20.5
met4	3.0	7.28
met5	0.11	0.793
Power and IR drop assume default switching activity.
